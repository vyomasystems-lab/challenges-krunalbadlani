--- flow/config.mk ---
export PLATFORM = sky130hd
export DESIGN_NAME = lcd
export DESIGN_NICKNAME = lcd
export VERILOG_FILES = /design/flow/design.v
export SDC_FILE = /design/flow/constraint.sdc
export NUM_CORES = 4
export LEC_CHECK = 1
export CORE_AREA = 10 10 106 106
export DIE_AREA = 0 0 116 116
--- flow/design.v ---
module lcd(
   input clk, 
   output reg [7:0] dout
    );
integer count = 0;
integer  i = 0;
reg rs, rw;
reg en; 
parameter send_cmd  = 0;
parameter send_data = 1;
reg state = send_cmd;
reg [7:0] data [11:0];
initial begin
data[0] <= 8'h38;  
data[1] <= 8'h01;  
data[2] <= 8'h0E; 
data[3] <= 8'h06;  
data[4] <= 8'h80; 
data[5]  <= 8'h76;  
data[6]  <= 8'h65;   
data[7]  <= 8'h72;   
data[8]  <= 8'h69;  
data[9]  <= 8'h6c;  
data[10] <= 8'h6f;  
data[11] <= 8'h67;  
end
always@(posedge clk)
begin
case(state)
send_cmd : 
begin
  if(i <= 4) 
   begin
    rs <= 1'b0;
    rw <= 1'b0;
    dout <= data[i];
    i <= i + 1;
   end
  else
    begin
    state <= send_data;
    dout <= data[i];
    i <= i + 1;
    end
end
send_data : 
begin
  if(i < 11)  
   begin
    rs   <= 1'b1;
    rw   <= 1'b0; 
    dout <= data[i];
    i <= i + 1; 
   end
 else
   begin
   i <= 0;
   state <= send_cmd;
   rs    <= 1'b0;
   rw    <= 1'b0;
   dout  <= 8'h00;
   end
end
endcase
end
assign en = clk;
endmodule
--- flow/run.sh ---
#!/bin/bash
# OpenROAD 26Q1-2900-gdf79404cd8, Yosys 0.63+post, stock flow scripts
make -C /OpenROAD-flow-scripts/flow DESIGN_CONFIG=/design/flow/config.mk WORK_HOME=/design/flow/orfs finish
--- flow/constraint.sdc ---
current_design lcd

set clk_period 4.0
set clk_io_pct 0.2

create_clock -name clk0 -period $clk_period [get_ports {clk}]

set non_clock_inputs [all_inputs -no_clocks]
set_input_delay [expr $clk_period * $clk_io_pct] -clock clk0 $non_clock_inputs
set_output_delay [expr $clk_period * $clk_io_pct] -clock clk0 [all_outputs]
==> reports/metrics.yaml <==
clock_network:
  cts-htree-levels: 2
  cts_repair_resize_count: 0
  tritoncts: "done"
  reg_clk_slew_reported_paths_ns: 0.08
  root_buffer: "sky130_fd_sc_hd__clkbuf_8"
  tritoncts.num_buffers: 5
  cts_max_path_buffers: 2
  holdBufCountCts: 0
  clkLatencyLatePin_ns: 0.29
  cts_setup_buffers: 0
  clock_net_sink_count: 41
grt:
  largest_net_degree_at_the_start_of_global_routing: 35
  grt_util_all_layers_pct: 5.630
  overflow: 0
  grt_first_pass_wirelength_microns: 6451
  vias_in_the_first_global_route: 1385
  grt_antenna_before_repair: 0
sta:
  fmax_mhz: 396.0
  slew_violations: 0
  finalCriticalPeriod_ns: 2.526
  final-hold-violation-count: 0
  setup_viol: 0
  grt_setup_unrepaired: "false"
  max_slew.worst_pin.slew_ns: 0.4903
  slew_headroom_pct: 67.32
  fin_ws_ns: 1.475
  setup_tns_ns: 0
  finClkSkew_ns: 0.008843
  fin_crit_sh_pct: 63.14
synth:
  syn_inst: 223
  synth-main-ff-cell: "sky130_fd_sc_hd__dfxtp_1"
  synth-area-yosys_sq_um: 1928
  synthDominantAreaCellType: "sky130_fd_sc_hd__dfxtp_1"
  post_synthesis_mean_instance_area_sq_um: 8.646
  synth_flops: 41
  ys_warn_count: 2
  synthTopCellsByArea: "sky130_fd_sc_hd__dfxtp_1 43%, sky130_fd_sc_hd__or4_1 5.1%, sky130_fd_sc_hd__a21oi_1 4.9%, sky130_fd_sc_hd__nor2_1 4.1%, sky130_fd_sc_hd__o31ai_1 3.9%"
  synth_async_sr_flop_share_pct: 0
  synth_largest_type_area_fraction_pct: 42.57
  mappedNetlistArea_sq_um: 1928
  yosysUniqueCellTypes: 37
  synth-cells-yosys: 223
  enable_flop_cells: 0
  synth_seq_share_pct: 42.57
route:
  antenna-diode-count: 0
  drc_errors: 0
  drt_first_pass_iters: 4
  detail-route-antenna-nets: 0
  drt-initial-drc-count: 81
  via_count: 1607
  drt-vias-per-instance: 4.769
  routed_wl_microns: 3779
  wl_per_cell_microns: 11.21
floorplan:
  boundaryPins: 9
  floorplan_row_count: 34
  fp.coreArea_sq_um: 8848
  die_area_sq_um: 13460
  die.size.x_microns: 116
  initCoreUtil_pct: 21.79
  die-height_microns: 116
cells_and_area:
  layout_top_cells_excl_fill_tap: "41 x sky130_fd_sc_hd__dfxtp_1, 21 x sky130_fd_sc_hd__nor2_1, 19 x sky130_fd_sc_hd__a21oi_1, 14 x sky130_fd_sc_hd__nand2_1, 13 x sky130_fd_sc_hd__or4_1"
  n_fill_cell: 954
  area.growth.synth_to_final_pct: 14.08
  final_instance_count_without_filler_cells: 337
  post_route_cells_drive_above_1_share_pct: 8.297
  leading_cell_type_in_the_layout_fill_and_taps_excluded: "sky130_fd_sc_hd__dfxtp_1"
run:
  warnings: 29
  cap_violations: 0
setup_path:
  worstSetupStartpointType: "flop"
  timing.reg2reg.setup_slack_ns: 1.47
  worst-r2r-cell-count: 5
  r2r-end: "i[30]"
  crit_type: "flop to flop"
  regToRegStartpoint: "i[0]"
  path_max_fanout: 17
  critPathArrivalTime_ns: 2.75
  cp.required_ns: 4.23
  timing.critical_path.to_type: "flop"
power_and_ir_drop:
  power.density_cell_area_nw_per_um2: 304.6
  ir_worst_vdd_v: 0.0002469
  power.leakage_nw: 0.8455
placement:
  port_buffers: 8
  dp_cells: 329
  placement.setup.worst_slack_ns: 1.457
  globalplace.congestion: 0.8518
  dp_hpwl_microns: 2589
hold_path:
  hold_path_class: "flop to flop"
  min-delay-start: "i[30]"
  min_delay_worst_endpoint: "i[30]"
  min_path_cells: 2
status:
  run_status: "finished, final reports clean"
==> flip-flops by register name, indices dropped and copies added (netlist names) <==
signal / flops
dout: 8
i: 32
state: 1
==> cell families after synthesis <==
group | count (synthesis) | synth area share (%)
AND/OR/NAND/NOR | 97 | 28.29
AND-OR/OR-AND | 49 | 15.90
flip-flops | 41 | 42.57
buffers and inverters | 18 | 4.024
XOR/XNOR | 12 | 5.451
adder cells (fa/ha/maj) | 5 | 3.245
multiplexers | 1 | 0.5192
==> synth_stat cells, types with 5 or more instances <==
master	instances
sky130_fd_sc_hd__or4_1	13
sky130_fd_sc_hd__nand2_1	14
sky130_fd_sc_hd__a21oi_1	19
sky130_fd_sc_hd__xnor2_1	8
sky130_fd_sc_hd__clkbuf_1	6
sky130_fd_sc_hd__nand4_1	5
sky130_fd_sc_hd__or3_1	6
sky130_fd_sc_hd__ha_1	5
sky130_fd_sc_hd__inv_1	7
sky130_fd_sc_hd__nor4_1	9
sky130_fd_sc_hd__a211oi_1	5
sky130_fd_sc_hd__dfxtp_1	41
sky130_fd_sc_hd__nor3_1	5
sky130_fd_sc_hd__nand3_1	9
sky130_fd_sc_hd__o21ai_0	9
sky130_fd_sc_hd__o31ai_1	10
sky130_fd_sc_hd__nor2_1	21
==> per-layer routing <==
layer | share of wire [%] | global-route usage [%]
met3 | 3.6 | 1.256
met4 | 2.0 | 0.9174
met5 | 0 | 0
met1 | 52 | 8.092
met2 | 42 | 8.646
==> per-stage QoR <==
step	total power (W)	hold WS, ns	area, sq um	util (%)
after floorplan	0.0004173	0.4621	1928	-
after global placement	0.0004173	0.4891	2117	23.93
after detailed placement	0.0004173	0.4950	2117	23.93
after CTS	0.0006758	0.5059	2200	24.86
after global routing	0.0006958	0.5564	2200	24.86
final	0.0006699	0.5062	2200	24.86
==> how the worst max path moves through the flow <==
| stage | from | endpoint | slack (ns) | cells after the start |
|---|---|---|---|---|
| 4_1_cts | i[0] | i[30] | 1.45 | 5 |
| 5_1_grt | i[0] | i[30] | 1.22 | 5 |
| 6_report | i[0] | i[30] | 1.47 | 5 |
==> area by class of cell <==
type | instances | area (sq um) | area share (%)
multi-input combinational | 164 | 1047 | 47.61
sequential | 41 | 820.8 | 37.32
tap | 108 | 135.1 | 6.143
timing repair buffer | 9 | 87.58 | 3.982
clock buffer | 6 | 72.57 | 3.299
inverter | 7 | 26.28 | 1.195
clock inverter | 2 | 10.01 | 0.4551
==> power by group <==
| part | total [W] | internal (W) | switching [W] |
|---|---|---|---|
| clock | 0.000262 | 0.000121 | 0.000141 |
| sequential | 0.000408 | 0.000408 | 0 |
| combinational | 0.000000000470 | 0 | 0 |
| total | 0.000670 | 0.000529 | 0.000141 |
==> worst max-delay path, cell delays in order, from the launching register on <==
cell                      delay (ns)
sky130_fd_sc_hd__dfxtp_1        0.46
sky130_fd_sc_hd__ha_1           0.27
sky130_fd_sc_hd__nand4_1        0.22
sky130_fd_sc_hd__or4_1          0.79
sky130_fd_sc_hd__or4_1          0.58
sky130_fd_sc_hd__a21oi_1        0.15
Power figures rest on the tool's default switching activity, not on a simulated workload.
